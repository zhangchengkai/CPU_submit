===== design.v =====
module fetcher(
    input clk,
    input rst,
    input rdy,
    output reg out_mem_ce,
    output reg [31:0] out_mem_pc,
    input in_mem_ce,
    input [31:0] in_mem_instr,
    output reg [31:0] out_instr,
    output reg [31:0] out_pc,
    output reg out_jump_ce,
    input in_rs_idle,
    input in_slb_idle,
    input in_rob_idle,
    output reg out_store_ce,
    input in_rob_misbranch,
    input [31:0] in_rob_newpc,
    output [7:0] out_bp_tag,
    input in_bp_jump_ce
);
    localparam IDLE      = 2'b0,
               WAIT_MEM  = 2'b01,
               WAIT_IDLE = 2'b10;
    reg [2:0] status;
    reg [31:0] pc;
    wire next_idle = in_rs_idle && in_slb_idle && in_rob_idle;
    reg [24:0] icache_tag [(256-1):0];
    reg [31:0] icache_instr [(256-1):0];
    reg icache_valid [(256-1):0];
    assign out_bp_tag = pc[9:2];
    integer i;
    always@(posedge clk) begin
        if(rst == 1'b1) begin
            status <= IDLE;
            pc <= 32'b0;
            out_mem_ce <= 1'b0;
            out_instr <= 32'b0;
            out_store_ce <= 1'b0;
            for(i=0;i < 256;i=i+1) begin
                icache_valid[i] <= 1'b0;
            end
        end else if(rdy == 1'b1) begin
            out_mem_ce <= 1'b0;
            out_store_ce <= 1'b0;
            if(in_rob_misbranch == 1'b1) begin
                status <= IDLE;
                pc <= in_rob_newpc;
            end else begin
                if(status == IDLE) begin
                    if(icache_valid[pc[9:2]] == 1'b1 && icache_tag[pc[9:2]] == pc[31:10]) begin
                        out_instr <= icache_instr[pc[9:2]];
                        out_pc <= pc;
                        if(next_idle == 1'b1) begin  
                            out_store_ce <= 1'b1;
                            status <= IDLE;
                            if(icache_instr[pc[9:2]][6:0] == 7'b1101111) begin  
                                pc <= pc + {{12{icache_instr[pc[9:2]][31]}}, 
                                            icache_instr[pc[9:2]][19:12], 
                                            icache_instr[pc[9:2]][20], 
                                            icache_instr[pc[9:2]][30:25], 
                                            icache_instr[pc[9:2]][24:21], 
                                            1'b0};
                            end else if(icache_instr[pc[9:2]][6:0] == 7'b1100011) begin  
                                if(in_bp_jump_ce == 1'b1) begin
                                    out_jump_ce <= 1'b1;
                                    pc <= pc + {{20{icache_instr[pc[9:2]][31]}}, 
                                                icache_instr[pc[9:2]][7], 
                                                icache_instr[pc[9:2]][30:25], 
                                                icache_instr[pc[9:2]][11:8], 
                                                1'b0};
                                end else begin
                                    out_jump_ce <= 1'b0;
                                    pc <=pc + 4;
                                end
                            end else begin
                                pc <= pc + 4;
                            end
                        end else begin
                            status <= WAIT_IDLE;
                        end
                    end else begin  
                        status <= WAIT_MEM;
                        out_mem_ce <= 1'b1;
                        out_mem_pc <= pc;
                    end
                end else if(status == WAIT_MEM) begin
                    if(in_mem_ce == 1'b1) begin
                        out_instr <= in_mem_instr;
                        out_pc <= pc;
                        icache_valid[pc[9:2]] <= 1'b1;
                        icache_tag[pc[9:2]] <= pc[31:10];
                        icache_instr[pc[9:2]] <= in_mem_instr;
                        if(next_idle == 1'b1) begin
                            out_store_ce <= 1'b1;
                            status <= IDLE;
                            if(in_mem_instr[6:0] == 7'b1101111) begin  
                                pc <= pc + {{12{in_mem_instr[31]}}, 
                                            in_mem_instr[19:12], 
                                            in_mem_instr[20], 
                                            in_mem_instr[30:25], 
                                            in_mem_instr[24:21], 
                                            1'b0};
                            end else if(in_mem_instr[6:0] == 7'b1100011) begin  
                                if(in_bp_jump_ce == 1'b1) begin
                                    out_jump_ce <= 1'b1;
                                    pc <= pc + {{20{in_mem_instr[31]}}, 
                                                in_mem_instr[7], 
                                                in_mem_instr[30:25], 
                                                in_mem_instr[11:8], 
                                                1'b0};
                                end else begin
                                    out_jump_ce <= 1'b0;
                                    pc <=pc + 4;
                                end
                            end else begin
                                pc <= pc + 4;
                            end
                        end else begin
                            status <= WAIT_IDLE;
                        end
                    end
                end else if(status == WAIT_IDLE && next_idle == 1'b1) begin
                    out_store_ce <= 1'b1;
                    status <= IDLE;
                    if(out_instr[6:0] == 7'b1101111) begin
                        pc <= pc + {{12{out_instr[31]}}, 
                                    out_instr[19:12], 
                                    out_instr[20], 
                                    out_instr[30:25], 
                                    out_instr[24:21], 
                                    1'b0};
                    end else if(out_instr[6:0] == 7'b1100011) begin
                        if(in_bp_jump_ce == 1'b1) begin
                            out_jump_ce <= 1'b1;
                            pc <= pc + {{20{out_instr[31]}}, 
                                        out_instr[7], 
                                        out_instr[30:25], 
                                        out_instr[11:8], 
                                        1'b0};
                        end else begin
                            out_jump_ce <= 1'b0;
                            pc <= pc + 4;
                        end
                    end else begin
                        pc <= pc + 4;
                    end
                end
            end
        end
    end
endmodule

===== run.sh =====
#!/bin/bash
# OpenROAD 26Q1-2900-gdf79404cd8, Yosys 0.63+post, stock flow scripts
make -C /OpenROAD-flow-scripts/flow DESIGN_CONFIG=/design/flow/config.mk WORK_HOME=/design/flow/orfs finish

===== config.mk =====
export PLATFORM = sky130hd
export DESIGN_NAME = fetcher
export DESIGN_NICKNAME = fetcher
export VERILOG_FILES = /design/flow/design.v
export SDC_FILE = /design/flow/constraint.sdc
export NUM_CORES = 4
export LEC_CHECK = 1
export CORE_UTILIZATION = 30
export SYNTH_MEMORY_MAX_BITS = 65536

===== constraint.sdc =====
current_design fetcher

set clk_period 418.0
set clk_io_pct 0.2

create_clock -name clk0 -period $clk_period [get_ports {clk}]

set non_clock_inputs [all_inputs -no_clocks]
set_input_delay [expr $clk_period * $clk_io_pct] -clock clk0 $non_clock_inputs
set_output_delay [expr $clk_period * $clk_io_pct] -clock clk0 [all_outputs]

==> out/metrics.yaml <==
status: "finished with violations"
violations: "capacitance limit, slew limit"
fin_tns_setup_ns: 0
cp.arrival_ns: 89.19
warnings: 32
wl_per_cell_um: 36.99
synth_cell_type_count: 104
ant_nets: 0
post_cts_buffers: 0
reg2reg_to: "pc[21]$_SDFFE_PP0N_"
clk_path_buf_depth: 6
fp-row-count: 498
path_class: "primary input to flip-flop"
p_total_mw: 3.148
final.fill_count: 166000
cts_max_level: 7
grt_max_degree: 82
grt_pass1_wl_mm: 2628
timing.critical_path.from_type: "primary input"
core_area_um2: 1836000
setup_viol: 0
p_leak_nw: 196.8
cts_tree: "done"
required_ns: 418.91
dr.pass1.iters: 6
cts_resized: 0
rsz0062_at_grt: "no"
worstMarginPinSlew_ns: 1.645
ff_type: "edfxtp_1"
syn_area_um2: 551900
skew_ns: 0.1148
ys_area_um2: 551900
place_congestion: 1.024
async_flop_share_pct: 0
endpoint_kind: "flip-flop"
io_pins: 180
die_w_mm: 1.358
final_cell_mix: "13890 x edfxtp_1, 3764 x mux4_2, 1689 x buf_4"
num_vias: 280000
track_usage_pct: 22.81
grt_pass1_vias: 301100
slew_violations: 15
dr.first_iter.drc_count: 22320
crit_end: "icache_instr[224][15]$_DFFE_PP_"
syn2layout_area_growth_pct: 16.48
hold_viol_final: 0
p_per_area_nw_per_um2: 4.896
synth.avg_cell_area_um2: 22.27
cts-root-buf: "clkbuf_16"
yosysSeqAreaShare_pct: 76.77
maxSlewHeadroom_pct: -10.70
numCtsBuffers: 1481
clock.fmax_mhz: 11.33
critPathLaunch: "rdy"
fp.dieH_mm: 1.358
synthCells: 24790
hold_path_class: "flip-flop to flip-flop"
clkTransAtPathRegs_ns: 0.06
via_per_inst: 5.252
cts_hold_buf: 0
antenna_found_initial: 324
cts.sinks: 14220
fin_hold_ws_ns: 0.4471
portBuffers: 179
comb_area_um2: 123400
yosysWarnings: 1
remaining_drc_errors: 0
wirelength_mm: 1972
worst_r2r_path_depth: 23
enable_flop_cells: 13890
path_max_fanout: 34
cap_viol_max_count: 4
flop_area_um2: 423900
synth_flop_count: 14220
gr-total-overflow: 0
chip_area_um2: 1845000
final_common_cell: "edfxtp_1"
irDropWorstVdd_mv: 0.003705
detailed_place_hpwl_mm: 1325
drive_gt1_share_pct: 29.53
period_needed_ns: 88.28
fp-utilization_pct: 30.06
fin_crit_sh_pct: 21.12
r2r_slack_ns: 405.37
clock_latency_ns: 1.36
ys_cells: 24790
power breakdown:
| part | switching (mW) | leakage [nW] | internal (mW) |
|---|---|---|---|
| Combinational | 0.197 | 45.6 | 0.0823 |
| Clock | 0.542 | 23.0 | 0.757 |
| Sequential | 0.00327 | 128 | 1.57 |
metrics by stage:
| stage | cell area, µm² | utilization [%] | instances | worst slack (ns) |
|---|---|---|---|---|
| 2_1_floorplan | 551900 | - | 24790 | 330.29 |
| 3_3_place_gp | 593500 | 32.32 | 49770 | 328.54 |
| 3_5_place_dp | 593500 | 32.32 | 49770 | 328.55 |
| 4_1_cts | 640600 | 34.89 | 52400 | 329.87 |
| 5_1_grt | 642200 | 34.97 | 53040 | 329.72 |
| 6_report | 642900 | 35.01 | 53320 | 329.72 |
how the worst min path moves through the flow:
| stage | cells past startpoint | endpoint | slack, ns | startpoint |
|---|---|---|---|---|
| after CTS | 1 | icache_valid[10]$_DFF_P_ | 0.45 | icache_valid[10]$_DFF_P_ |
| after global routing | 1 | icache_valid[191]$_DFF_P_ | 0.46 | icache_valid[191]$_DFF_P_ |
| final | 1 | icache_valid[2]$_DFF_P_ | 0.45 | icache_valid[2]$_DFF_P_ |
critical path, stage by stage:
cell             delay, ns
clkdlybuf4s50_1       0.76
nand2_1               0.21
nor2_1                0.24
nand3_1               0.61
buf_4                 0.42
nor3b_1               1.01
buf_4                 0.33
nand3_2               0.09
buf_4                 0.33
nor2_4                0.79
buf_4                 0.68
sequential cells by signal, indices dropped and copies added (netlist names), named ones only:
name,count
status,3
out_mem_pc,32
out_jump_ce,1
pc,32
icache_instr,8192
out_mem_ce,1
out_pc,32
icache_valid,256
icache_tag,5632
out_instr,32
out_store_ce,1
synth_stat cells, types with 41 or more instances:
| cell | n | area share (%) |
|---|---|---|
| buf_2 | 344 | 0.31 |
| a311oi_1 | 45 | 0.071 |
| xor2_1 | 47 | 0.075 |
| a21oi_1 | 357 | 0.32 |
| nor3_1 | 185 | 0.17 |
| a221oi_1 | 66 | 0.10 |
| a2111oi_0 | 41 | 0.065 |
| edfxtp_1 | 13890 | 76 |
| o211ai_1 | 70 | 0.095 |
| dfxtp_1 | 333 | 1.2 |
| o22ai_1 | 287 | 0.33 |
| a21o_1 | 298 | 0.41 |
| mux2_2 | 160 | 0.33 |
| nand2_1 | 686 | 0.47 |
| nor2b_1 | 63 | 0.071 |
| a22oi_1 | 190 | 0.26 |
| nand4_1 | 76 | 0.086 |
| ha_1 | 133 | 0.30 |
| clkbuf_1 | 636 | 0.43 |
| inv_1 | 94 | 0.064 |
| and3_1 | 45 | 0.051 |
| o21ai_0 | 187 | 0.17 |
| nor4_1 | 115 | 0.13 |
| a211oi_1 | 114 | 0.16 |
| mux2i_1 | 645 | 1.2 |
| buf_6 | 97 | 0.20 |
| buf_1 | 173 | 0.12 |
| nand3_1 | 208 | 0.19 |
| buf_4 | 142 | 0.19 |
| nor2_1 | 551 | 0.37 |
| a31oi_1 | 56 | 0.063 |
| mux4_2 | 3764 | 15 |
| xnor2_1 | 90 | 0.14 |
cell type report:
class | count | share of cell area, %
Antenna cell | 923 | 0.3593
Clock buffer | 1829 | 6.085
Clock inverter | 800 | 1.244
Inverter | 99 | 0.06403
Multi-Input combinational cell | 9052 | 19.19
Sequential cell | 14220 | 65.93
Tap cell | 24500 | 4.768
Timing Repair Buffer | 1896 | 2.362
cell families after synthesis:
| group | Yosys count | share of synthesized area (%) |
|---|---|---|
| flops | 14220 | 76.77 |
| mux | 4571 | 16.86 |
| simple gates | 2153 | 1.843 |
| compound gates | 2052 | 2.595 |
| buf+inv | 1512 | 1.384 |
| fa+ha+maj | 139 | 0.3233 |
| xor+xnor | 137 | 0.2174 |
per-layer routing:
layer  global-route usage (%)  wire, µm  vias up
met5                    4.713      8618        -
met4                    13.97    156600      305
met3                    21.60    415900     4249
met2                    32.05    874900    21990
met1                    20.02    516200   142800
li1                         -         -   110700
Power is estimated from default activity; no workload was simulated.
