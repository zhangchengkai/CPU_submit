`design/flow/config.mk`:
```
export PLATFORM = sky130hd
export DESIGN_NAME = slb
export DESIGN_NICKNAME = slb
export VERILOG_FILES = /design/flow/design.v
export SDC_FILE = /design/flow/constraint.sdc
export NUM_CORES = 4
export LEC_CHECK = 1
export CORE_UTILIZATION = 50
```
`design/flow/constraint.sdc`:
```
current_design slb

set clk_period 49.8
set clk_io_pct 0.2

create_clock -name clk0 -period $clk_period [get_ports {clk}]

set non_clock_inputs [all_inputs -no_clocks]
set_input_delay [expr $clk_period * $clk_io_pct] -clock clk0 $non_clock_inputs
set_output_delay [expr $clk_period * $clk_io_pct] -clock clk0 [all_outputs]
```
`design/flow/design.v`:
```
module slb(
    input clk,
    input rst,
    input rdy,
    input in_fetcher_ce,
    output out_fetcher_isidle,
    input [3:0] in_decode_rob_tag,
    input [5:0] in_decode_op,
    input [31:0] in_decode_value1,
    input [31:0] in_decode_value2,
    input [31:0] in_decode_imm,
    input [3:0] in_decode_tag1,
    input [3:0] in_decode_tag2,
    output [31:0] out_rob_now_addr,
    input in_rob_check,
    input [3:0] in_alu_cdb_tag,
    input [31:0] in_alu_cdb_value,
    input [3:0] in_rob_cdb_tag,
    input [31:0] in_rob_cdb_value,
    output reg out_mem_ce,
    output reg [5:0] out_mem_size,
    output reg out_mem_signed,
    output reg [31:0] out_mem_address,
    input in_mem_ce,
    input [31:0] in_mem_data,
    output reg [3:0] out_rob_tag,
    output reg [31:0] out_destination,
    output reg [31:0] out_value,
    output reg out_ioin,
    input in_rob_misbranch
);
    localparam IDLE = 1'b0,WAIT_MEM = 1'b1;
    reg status;
    reg busy[(16-1):0];
    reg [3:0] head;
    reg [3:0] tail;
    reg [3:0] tags [(16-1):0];
    reg [5:0] op [(16-1):0];
    reg [31:0] address [(16-1):0];
    reg  address_ready [(16-1):0];
    reg [31:0] imms [(16-1):0];
    reg [31:0] value1 [(16-1):0];
    reg [31:0] value2 [(16-1):0];
    reg [3:0] value1_tag [(16-1):0];
    reg [3:0] value2_tag [(16-1):0];
    wire ready_to_calculate_addr [(16-1):0];
    wire [3:0] calculate_tag;
    wire ready_to_issue [(16-1):0];
    wire [3:0] nextPtr;
    wire [3:0] nowPtr;
    assign nextPtr = tail % (16-1) + 1;  
    assign nowPtr = head % (16-1) + 1;
    assign out_fetcher_isidle = (nextPtr != head);
    assign out_rob_now_addr = address[nowPtr];
    genvar i;
    generate
        for(i = 1;i < 16;i=i+1) begin :BlockA
            assign ready_to_issue[i] = (busy[i] == 1'b1) && (value2_tag[i] == 4'b0) && (address_ready[i] == 1'b1);
            assign ready_to_calculate_addr[i] = (busy[i] == 1'b1) && (value1_tag[i] == 4'b0) && (address_ready[i] == 1'b0);
        end
    endgenerate
    assign calculate_tag = ready_to_calculate_addr[1] ? 1 : 
                           ready_to_calculate_addr[2] ? 2 : 
                           ready_to_calculate_addr[3] ? 3 :
                           ready_to_calculate_addr[4] ? 4 :
                           ready_to_calculate_addr[5] ? 5 :
                           ready_to_calculate_addr[6] ? 6 :
                           ready_to_calculate_addr[7] ? 7 : 
                           ready_to_calculate_addr[8] ? 8 : 
                           ready_to_calculate_addr[9] ? 9 :
                           ready_to_calculate_addr[10] ? 10 :
                           ready_to_calculate_addr[11] ? 11 :
                           ready_to_calculate_addr[12] ? 12 :
                           ready_to_calculate_addr[13] ? 13 :
                           ready_to_calculate_addr[14] ? 14 :
                           ready_to_calculate_addr[15] ? 15 : 
                           4'b0;
    integer j;
    always @(posedge clk) begin 
        if(rst == 1'b1) begin 
            status <= IDLE; 
            head <= 1; tail <= 1;
            out_rob_tag <= 4'b0;
            out_mem_ce <= 1'b0;
            out_mem_address <= 32'b0;
            out_ioin <= 1'b0;
            for(j = 0;j < 16;j=j+1) begin 
                busy[j] <= 1'b0;
                address_ready[j] <= 1'b0;
                address[j] <= 32'b0;
            end
        end else if(rdy == 1'b1 && in_rob_misbranch == 1'b0) begin
            out_rob_tag <= 4'b0;
            out_mem_ce <= 1'b0;
            out_destination <= 32'b0;
            out_ioin <= 1'b0;
            if(ready_to_issue[nowPtr] == 1'b1) begin 
                if(status == IDLE) begin 
                    case(op[nowPtr])
                        6'b010000,6'b010001,6'b010010: begin
                            status <= IDLE;
                            out_destination <= address[nowPtr];
                            out_value <= value2[nowPtr];
                            out_rob_tag <= tags[nowPtr];
                            busy[nowPtr] <= 1'b0;
                            address_ready[nowPtr] <= 1'b0;
                            head <= nowPtr;
                        end
                        6'b001011,6'b001110: begin
                            if(address[nowPtr] == 32'h30000) begin  
                                status <= IDLE;
                                out_rob_tag <= tags[nowPtr];
                                busy[nowPtr] <= 1'b0;
                                address_ready[nowPtr] <= 1'b0;
                                head <= nowPtr;
                                out_ioin <= 1'b1;
                            end else if(in_rob_check == 1'b0 && address[nowPtr] != out_destination) begin
                                status <= WAIT_MEM;
                                out_mem_signed <= (op[nowPtr] == 6'b001011) ? 1 : 0; 
                                out_mem_ce <= 1'b1;
                                out_mem_size <= 1;
                                out_mem_address <= address[nowPtr];
                            end
                        end
                        6'b001100,6'b001111: begin 
                            if(in_rob_check == 1'b0 && address[nowPtr] != out_destination) begin
                                status <= WAIT_MEM;
                                out_mem_signed <= (op[nowPtr] == 6'b001100) ? 1 : 0;
                                out_mem_ce <= 1'b1;
                                out_mem_size <= 2;
                                out_mem_address <= address[nowPtr];
                            end
                        end
                        6'b001101: begin
                            if(in_rob_check == 1'b0 && address[nowPtr] != out_destination) begin
                                status <= WAIT_MEM;
                                out_mem_ce <= 1'b1;
                                out_mem_size <= 4;
                                out_mem_address <= address[nowPtr];
                            end
                        end
                    endcase
                end else if(status == WAIT_MEM) begin
                    if(in_mem_ce == 1'b1) begin 
                        out_rob_tag <= tags[nowPtr];
                        out_value <= in_mem_data;
                        status <= IDLE;
                        busy[nowPtr] <= 1'b0;
                        address_ready[nowPtr] <= 1'b0;
                        head <= nowPtr;
                    end
                end
            end 
            if(calculate_tag != 4'b0) begin 
                address[calculate_tag] <= value1[calculate_tag] + imms[calculate_tag];
                address_ready[calculate_tag] <= 1'b1;
            end
            if(in_fetcher_ce == 1'b1 && in_decode_rob_tag != 4'b0 && in_decode_op != 6'b000000) begin
                busy[nextPtr] <= 1'b1;
                tail <= nextPtr;
                tags[nextPtr] <= in_decode_rob_tag;
                op[nextPtr] <= in_decode_op;
                address_ready[nextPtr] <= 1'b0;
                imms[nextPtr] <= in_decode_imm;
                value1[nextPtr] <= in_decode_value1;
                value2[nextPtr] <= in_decode_value2;
                value1_tag[nextPtr] <= in_decode_tag1;
                value2_tag[nextPtr] <= in_decode_tag2;
                if(in_alu_cdb_tag != 4'b0) begin 
                    if(in_decode_tag1 == in_alu_cdb_tag) begin 
                        value1[nextPtr] <= in_alu_cdb_value;
                        value1_tag[nextPtr] <= 4'b0;
                    end
                    if(in_decode_tag2 == in_alu_cdb_tag) begin 
                        value2[nextPtr] <= in_alu_cdb_value;
                        value2_tag[nextPtr] <= 4'b0;
                    end
                end
                if(out_rob_tag != 4'b0 && out_ioin == 1'b0) begin 
                    if(in_decode_tag1 == out_rob_tag) begin 
                        value1[nextPtr] <= out_value;
                        value1_tag[nextPtr] <= 4'b0;
                    end
                    if(in_decode_tag2 == out_rob_tag) begin 
                        value2[nextPtr] <= out_value;
                        value2_tag[nextPtr] <= 4'b0;
                    end
                end
            end
            for(j = 1;j < 16;j=j+1) begin 
                if(busy[j] == 1'b1) begin 
                    if(in_alu_cdb_tag != 4'b0) begin
                        if(value1_tag[j] == in_alu_cdb_tag) begin 
                            value1[j] <= in_alu_cdb_value;
                            value1_tag[j] <= 4'b0;
                        end 
                        if(value2_tag[j] == in_alu_cdb_tag) begin 
                            value2[j] <= in_alu_cdb_value;
                            value2_tag[j] <= 4'b0;
                        end
                    end
                    if(in_rob_cdb_tag != 4'b0) begin 
                        if(value1_tag[j] == in_rob_cdb_tag) begin 
                            value1[j] <= in_rob_cdb_value;
                            value1_tag[j] <= 4'b0;
                        end 
                        if(value2_tag[j] == in_rob_cdb_tag) begin 
                            value2[j] <= in_rob_cdb_value;
                            value2_tag[j] <= 4'b0;
                        end
                    end
                    if(out_rob_tag != 4'b0 && out_ioin == 1'b0) begin 
                        if(value1_tag[j] == out_rob_tag) begin 
                            value1[j] <= out_value;
                            value1_tag[j] <= 4'b0;
                        end 
                        if(value2_tag[j] == out_rob_tag) begin 
                            value2[j] <= out_value;
                            value2_tag[j] <= 4'b0;
                        end
                    end
                end
            end
        end else if(rdy == 1'b1 && in_rob_misbranch == 1'b1) begin 
            out_rob_tag <= 4'b0;
            out_ioin <= 1'b0;
            out_mem_ce <= 1'b0;
            status <= IDLE;
            head <= 1;tail <=1;
            for(j = 1;j < 16;j=j+1) begin 
                busy[j] <= 1'b0;
                address_ready[j] <= 1'b0;
                address[j] <= 32'b0;
            end
        end
    end
endmodule
```
`design/flow/run.sh`:
```
#!/bin/bash
# OpenROAD 26Q1-2900-gdf79404cd8, Yosys 0.63+post, stock flow scripts
make -C /OpenROAD-flow-scripts/flow DESIGN_CONFIG=/design/flow/config.mk WORK_HOME=/design/flow/orfs finish
```
==> run summary <==
run results: highest-count logic cell in the final layout=edfxtp_1, FMAX=63.17 MHz, Critical Path Fanout Max=39, mapped cell area=133300 sq um, Detailed Route WL=566.5 mm, Clock Latency Late Sink=0.89 ns, max-cap violations=0, row count=189, clock root buffer=clkbuf_16, worst slew pin tran=1.285 ns, DRC Markers=0, fin. max-slew vios=0, Synth cell types=88, HP Start=address[3][10], Starting Density=50.30%, Worst R2R Setup Slack=39.82 ns, status=finished clean, initial DRC count=10.64k, clock sinks=2473, Post-CTS Resized=0, final core occ=56.66%, Hold Path End=address[3][10], hold-critical path depth=2, post-layout period usage=31.79%, CTS buffer count=289, num ports=367, CP required=39.84 ns, ys flop type=edfxtp_1, Placer Congestion=1.018, setup_tns=0 ns, Post-synth EDFFs=2084, aggregate global routing overflow=0, number of antenna violations at the first check in global routing=29, Arr. time, crit path=5.87 ns, min cycle time layout=15.83 ns, via count=108.8k, Async SR Flop Fraction=0%, Log Warnings=30, largest net degree at the start of global routing=91, Hold WC Path Type=reg -> reg, Detail Route Antenna Nets=0, relative slew slack=13.57%, Mean Syn Cell Area=10.45 sq um, CP startpoint kind=flop, Pwr Density=31.26 nW/um^2, die area=268700 sq um, Clock Pin Slew Worst Setup and Hold Paths=0.06 ns, Final Hold Vio Count=0, Crit Reg-Reg Startpoint=busy[5], Setup CP Type=reg -> out, port bufs=363, core area=265100 sq um, worst vdd ir=0.02967 mV, area added between synthesis and finish=12.64%, die height=518.4 um, critical path endpoint category=output pin, first-pass GRT wire length=790.5 mm, RSZ-0062 raised after global routing=false, Final setup viols=0, Post-CTS Setup Repair Bufs=0, Ys Warns=2, # hold bufs at CTS=0, Pleak=50.76 nW, H-tree depth=5, TritonCTS clock tree=built, vias in the first global route=105.7k, routed length per instance=34.71 um, FILL cells=21.29k, DRT Pass-1 Iters=26, Yosys chip area=133300 sq um, die x size=518.4 um, Cells after Synth=12.76k, sequential fraction of the synthesis area=52.77%, Critical R2R Capture=address[12][28], yosys cell count=12.76k, Top cells excl fill/tap=edfxtp_1, nand2_1, mux2i_1, reg2reg path depth=25, Tot GR Track Use=45.03%, Post-DP HPWL=348.4 mm, layout cells sized above 1=11.73%, ys flops=2473, DR vias/cell=6.664, Worst Skew=0.05508 ns, clk buf depth=4
registers in the layout (all words and copies together) (netlist names):
name / cells
address: 512
address_ready: 15
busy: 15
head: 4
imms: 512
op: 96
out_destination: 32
out_ioin: 1
out_mem_address: 32
out_mem_ce: 1
out_mem_signed: 1
out_mem_size: 3
out_rob_tag: 4
out_value: 32
status: 1
tags: 64
tail: 4
value1: 512
value1_tag: 60
value2: 512
value2_tag: 60
through the flow:
stage          instance area (sq um)  hold WS [ns]  power (mW)  std cells  worst slack, ns
2_1_floorplan                 133500        0.3995       2.494      12791            34.33
3_3_place_gp                  141100        0.4507       2.642      15776            34.40
3_5_place_dp                  141100        0.4577       2.647      15776            34.44
4_1_cts                       150100        0.4653       4.696      16293            33.94
6_report                      150200        0.4691       4.694      16321            33.97
5_1_grt                       150100        0.4794       4.800      16302            33.69
how the worst max path moves through the flow:
stage                   start                   end  slack (ns)
final                 head[0]  out_rob_now_addr[20]       33.97
after global routing  head[0]  out_rob_now_addr[20]       33.69
after CTS             head[0]  out_rob_now_addr[20]       33.94
synth_stat cells (188+ instances only):
| cell | count | area share [%] |
|---|---|---|
| xor2_1 | 304 | 2.0 |
| nor2_1 | 1307 | 3.7 |
| edfxtp_1 | 2084 | 47 |
| clkbuf_1 | 1344 | 3.8 |
| mux4_2 | 188 | 3.2 |
| a31oi_1 | 217 | 1.0 |
| dfxtp_1 | 389 | 5.8 |
| nand2_1 | 1476 | 4.2 |
| o22ai_1 | 369 | 1.7 |
| mux2i_1 | 1276 | 9.6 |
| a21oi_1 | 466 | 1.7 |
| o211ai_1 | 827 | 4.7 |
| o21ai_0 | 1089 | 4.1 |
report_power, final:
group	switching, mW	internal (mW)
sequential	0.0116	2.26
combinational	0.231	0.112
clock	0.887	1.19
total	1.13	3.57
cell families (layout without fill, tap and decap cells):
family,after synthesis,in the layout,synth area share [%]
flip-flops,2473,2473,52.77
XOR/XNOR,465,465,3.074
buffers and inverters,1611,1580,4.693
other,1,63,0.002812
AND/OR/NAND/NOR,3391,3391,10.78
multiplexers,1497,1497,13.03
adder cells (fa/ha/maj),38,38,0.3622
AND-OR/OR-AND,3281,3281,15.28
routing by layer:
metal | wire [um] | vias up | GRT usage (%)
li1 | - | 46762 | -
met1 | 184600 | 52095 | 54.86
met2 | 246100 | 8012 | 62.31
met3 | 87360 | 1851 | 25.97
met4 | 47260 | 39 | 29.02
met5 | 1204 | - | 3.414
cell type report:
class                           count  area (sq um)  area share [%]
Antenna cell                       28         70.07         0.04665
Clock buffer                      373          7711           5.134
Clock inverter                    144          1335          0.8889
Inverter                           88         342.8          0.2283
Multi-Input combinational cell   8707         57700           38.42
Sequential cell                  2473         70370           46.86
Tap cell                         3533          4420           2.943
Timing Repair Buffer              975          8235           5.483
worst max-delay path: stages, from the launching register on:
cell	delay [ns]
dfxtp_1	0.87
ha_1	0.41
and3_4	0.29
xnor2_4	0.15
buf_4	0.60
buf_4	0.71
mux4_2	0.59
nand2_1	0.08
or4b_1	0.71
clkdlybuf4s50_1	0.50
Power is estimated from default activity; no workload was simulated.
