==> flow/run.sh <==
#!/bin/bash
# OpenROAD 26Q1-2900-gdf79404cd8, Yosys 0.63+post, stock flow scripts
make -C /OpenROAD-flow-scripts/flow DESIGN_CONFIG=/design/flow/config.mk WORK_HOME=/design/flow/orfs finish
==> flow/config.mk <==
export PLATFORM = sky130hd
export DESIGN_NAME = rs
export DESIGN_NICKNAME = rs
export VERILOG_FILES = /design/flow/design.v
export SDC_FILE = /design/flow/constraint.sdc
export NUM_CORES = 4
export LEC_CHECK = 1
export CORE_UTILIZATION = 40
==> flow/constraint.sdc <==
current_design rs

set clk_period 43.4
set clk_io_pct 0.2

create_clock -name clk0 -period $clk_period [get_ports {clk}]

set non_clock_inputs [all_inputs -no_clocks]
set_input_delay [expr $clk_period * $clk_io_pct] -clock clk0 $non_clock_inputs
set_output_delay [expr $clk_period * $clk_io_pct] -clock clk0 [all_outputs]
==> flow/design.v <==
module rs(
    input clk,
    input rst,
    input rdy,
    input in_fetcher_ce,
    output out_fetcher_isidle,
    input [3:0] in_decode_rob_tag,
    input [5:0] in_decode_op,
    input [31:0] in_decode_value1,
    input [31:0] in_decode_value2,
    input [31:0] in_decode_imm,
    input [3:0] in_decode_tag1,
    input [3:0] in_decode_tag2,
    input [31:0] in_decode_pc,
    input [31:0] in_alu_cdb_value,
    input [3:0] in_alu_cdb_tag,
    input [3:0] in_slb_cdb_tag,
    input [31:0] in_slb_cdb_value,
    input in_slb_ioin,
    input [3:0] in_rob_cdb_tag,
    input [31:0] in_rob_cdb_value,
    output reg [5:0] out_alu_op,
    output reg [31:0] out_alu_value1,
    output reg [31:0] out_alu_value2,
    output reg [31:0] out_alu_imm,
    output reg [3:0] out_alu_rob_tag,
    output reg [31:0] out_alu_pc,
    input in_rob_misbranch
);
    reg busy[(16-1):0];
    reg [3:0] tags[(16-1):0];
    reg [5:0] op[(16-1):0];
    reg [31:0] value1[(16-1):0];
    reg [31:0] value2[(16-1):0];
    reg [31:0] imms[(16-1):0];
    reg [31:0] pcs[(16-1):0];
    reg [3:0] value1_tag[(16-1):0];
    reg [3:0] value2_tag[(16-1):0];
    wire [3:0] free_tag;
    wire [3:0] issue_tag;
    wire ready [(16-1):0];
    assign out_fetcher_isidle = (free_tag != 4'b0);
    assign free_tag = ~busy[1] ? 1 :
                      ~busy[2] ? 2 :
                      ~busy[3] ? 3 :
                      ~busy[4] ? 4 :
                      ~busy[5] ? 5 :
                      ~busy[6] ? 6 :
                      ~busy[7] ? 7 :
                      ~busy[8] ? 8 :
                      ~busy[9] ? 9 :
                      ~busy[10] ? 10 :
                      ~busy[11] ? 11 :
                      ~busy[12] ? 12 :
                      ~busy[13] ? 13 :
                      ~busy[14] ? 14 :
                      ~busy[15] ? 15 :
                      4'b0;
    assign issue_tag = ready[1] ? 1 :
                       ready[2] ? 2 :
                       ready[3] ? 3 :
                       ready[4] ? 4 :
                       ready[5] ? 5 :
                       ready[6] ? 6 :
                       ready[7] ? 7 :
                       ready[8] ? 8 :
                       ready[9] ? 9 :
                       ready[10] ? 10 :
                       ready[11] ? 11 :
                       ready[12] ? 12 :
                       ready[13] ? 13 :
                       ready[14] ? 14 :
                       ready[15] ? 15 :
                       4'b0;
    genvar j;
    generate
        for (j = 1; j < 16; j = j + 1) begin : issueCheck
            assign ready[j] = (busy[j] == 1'b1) && (value1_tag[j] == 4'b0) && (value2_tag[j] == 4'b0);
        end
    endgenerate
    integer i;
    always @(posedge clk) begin
        if(rst == 1'b1) begin
            out_alu_op <= 6'b000000;
            for(i = 0; i < 16; i = i + 1) begin
                busy[i] <= 1'b0;
                op[i] <= 6'b000000;
            end
        end else if(rdy == 1'b1) begin
            out_alu_op <= 6'b000000;
            if(in_rob_misbranch == 1'b1) begin
                for(i = 1; i < 16; i = i + 1) begin
                    busy[i] <= 1'b0;
                    tags[i] <= 4'b0;
                end
            end else begin
                if(issue_tag != 4'b0) begin
                    out_alu_op <= op[issue_tag];
                    out_alu_value1 <= value1[issue_tag];
                    out_alu_value2 <= value2[issue_tag];
                    out_alu_imm <= imms[issue_tag];
                    out_alu_rob_tag <= tags[issue_tag];
                    out_alu_pc <= pcs[issue_tag];
                    busy[issue_tag] <= 1'b0;
                end
                if(in_fetcher_ce == 1'b1 && in_decode_rob_tag != 4'b0 && in_decode_op != 6'b000000) begin
                    busy[free_tag] <= 1'b1;
                    tags[free_tag] <= in_decode_rob_tag;
                    op[free_tag] <= in_decode_op;
                    value1[free_tag] <= in_decode_value1;
                    value2[free_tag] <= in_decode_value2;
                    imms[free_tag] <= in_decode_imm;
                    value1_tag[free_tag] <= in_decode_tag1;
                    value2_tag[free_tag] <= in_decode_tag2;
                    pcs[free_tag] <= in_decode_pc;
                    if(in_alu_cdb_tag != 4'b0) begin
                        if(in_decode_tag1 == in_alu_cdb_tag) begin
                            value1[free_tag] <= in_alu_cdb_value;
                            value1_tag[free_tag] <= 4'b0;
                        end
                        if(in_decode_tag2 == in_alu_cdb_tag) begin
                            value2[free_tag] <= in_alu_cdb_value;
                            value2_tag[free_tag] <= 4'b0;
                        end
                    end
                    if(in_slb_cdb_tag != 4'b0 && in_slb_ioin == 1'b0) begin
                        if(in_decode_tag1 == in_slb_cdb_tag) begin
                            value1[free_tag] <= in_slb_cdb_value;
                            value1_tag[free_tag] <= 4'b0;
                        end
                        if(in_decode_tag2 == in_slb_cdb_tag) begin
                            value2[free_tag] <= in_slb_cdb_value;
                            value2_tag[free_tag] <= 4'b0;
                        end
                    end
                end
                for(i = 1; i < 16; i = i + 1) begin
                    if(busy[i] == 1'b1) begin
                        if(in_alu_cdb_tag != 4'b0) begin
                            if(value1_tag[i] == in_alu_cdb_tag) begin
                                value1[i] <= in_alu_cdb_value;
                                value1_tag[i] <= 4'b0;
                            end
                            if(value2_tag[i] == in_alu_cdb_tag) begin
                                value2[i] <= in_alu_cdb_value;
                                value2_tag[i] <= 4'b0;
                            end
                        end
                        if(in_rob_cdb_tag != 4'b0) begin  
                            if(value1_tag[i] == in_rob_cdb_tag) begin 
                                value1[i] <= in_rob_cdb_value;
                                value1_tag[i] <= 4'b0;
                            end
                            if(value2_tag[i] == in_rob_cdb_tag) begin 
                                value2[i] <= in_rob_cdb_value;
                                value2_tag[i] <= 4'b0;
                            end
                        end
                        if(in_slb_cdb_tag != 4'b0 && in_slb_ioin == 1'b0) begin 
                            if(value1_tag[i] == in_slb_cdb_tag) begin 
                                value1[i] <= in_slb_cdb_value;
                                value1_tag[i] <= 4'b0;
                            end
                            if(value2_tag[i] == in_slb_cdb_tag) begin 
                                value2[i] <= in_slb_cdb_value;
                                value2_tag[i] <= 4'b0;
                            end
                        end
                    end
                end
            end
        end
    end
endmodule
==> summary.txt <==
yosys + openroad results -> Synth flops=2481, fp_density=0.402, reg2reg path depth=14, WP buf/inv=3, clock root buffer=clkbuf_16, ys cells=10973, # clock sinks=2481, number of max-cap violations=0, Hold Crit Class=reg -> reg, Die Y-Extent=567 µm, routed vias/inst=6.47, Clock Latency Late Sink=920 ps, top_reg_cell synth=edfxtp_1, non-filler cells, final=15103, H-tree depth=5, top logic cells by instance count in the layout=2340 x edfxtp_1, 1087 x mux2i_1, 1069 x o21ai_0, final setup fails=0, CTS tree=built, DIE AREA=322000 µm², DRT antenna net count=0, TritonRoute pass-1 iters=7, reg2reg end=out_alu_value2[15]$_DFFE_PP_, minimum clock period=13950 ps, Slew Limit Fails=0, initial antenna violation count=29, worst-margin pin slew=1440 ps, DRC=0, Final HPWL DP=288 mm, CP peak stage delay=1230 ps, Final Power=5280 µW, largest net degree at the start of global routing=84, Fillers=27441, synthesis area per yosys=128000 µm², Post-synth ARST share=0, WL per Instance=31.1 µm, # resized after CTS=0, Final Cycle Share=0.321, synthesis-to-layout area growth=12.9%, Worst R2R Setup Slack=36480 ps, final WL=470 mm, post-CTS setup repair buffer count=0, Hold Crit Endpoint=out_alu_op[2]$_SDFFE_PP0P_, Unique cell types=72, critical path, cell by cell=clkdlybuf4s50_1 > nor2_1 > nand2_1 > a211oi_1 > and4_1 > and2_1 > nand2_1 > nor2_4 > buf_4 > or2_2 > buf_4, number of global-route vias before repair=97857, biggest area cells=edfxtp_1 55%, mux2i_1 8.5%, o211ai_1 5.5%, total core area=318000 µm², Hold-fix buffers, CTS=0, Post-synth EDFFs=2340, Initial DRC Count=9521, leading area contributor after synthesis=edfxtp_1, first-pass GRT wire length=678 mm, Commonest Layout Cell=edfxtp_1, status=completed, CP max-delay cell=a211oi_1, Clock Tree Buf Depth=4, Max VDD drop=0.0277 mV, CP startpoint kind=input port, Syn. warnings=1, share of cells above drive strength 1=0.0968, global route total overflow=0, clock slew at reported path FFs=60 ps, Tool Warnings=26, RSZ-0062 raised after global routing=false, WS Path Type=in -> reg, Final Hold Fails=0, Rel. slew slack=0.0366, cells after synthesis=10973, Area leader share=0.550, IO buf count=398, Critical Path RT=43920 ps, Clock Skew=76.5 ps, crit-path leading delay family=simple AND/OR/NAND/NOR gates, Core Rows=207, hold path depth=2, # IOs=399, Die Wd=567 µm, placed cell count=14594, FF+latch area=73100 µm², data arrival time of the critical path=14470 ps, Max Fclk=0.0717 GHz, Placer Congestion=0.953, CP Max Fanout=35, Synth Area per Inst=11.6 µm², Crit. End Element=register, Post-Syn Area=128000 µm², register area share after synthesis=0.572, setup_tns=0 ps, Cell Pwr Density=36.6 nW/µm², Hold Path Origin=out_alu_op[2]$_SDFFE_PP0P_, static leakage=0.0465 µW, All-Layer GR Usage=0.306, Crit Reg-Reg Startpoint=busy[15]$_DFF_P_, total number of vias=97736, Comb area=49400 µm², cts bufs inserted=285
-- where the power goes --
part | switching (µW) | internal, µW
registers | 8.22 | 2630
clock network | 1010 | 1330
logic | 195 | 102
-- per-layer routing --
layer | vias to the layer above | track usage | wire length, µm
met5 | - | 0.0239 | 966
met2 | 7429 | 0.424 | 200000
met1 | 47071 | 0.388 | 167000
li1 | 41896 | - | -
met4 | 56 | 0.104 | 19400
met3 | 1284 | 0.210 | 82400
-- cells by family (layout without fill, tap and decap cells) --
| logic type | count (synthesis) | in the layout | share of synthesized area |
|---|---|---|---|
| simple gates | 1954 | 1954 | 0.0709 |
| xor+xnor | 376 | 376 | 0.0258 |
| other cells | 0 | 6 | 0 |
| buf+inv | 1492 | 1436 | 0.0465 |
| flops | 2481 | 2481 | 0.572 |
| mux | 1187 | 1187 | 0.0940 |
| compound gates | 3483 | 3483 | 0.191 |
-- worst max-delay path by stage --
stage,start,end,slack [ps],cells after the start
final,rst,value1[4][7]$_DFFE_PP_,29450,11
after global routing,rst,value1[4][25]$_DFFE_PP_,29190,11
after CTS,rst,value1[4][24]$_DFFE_PP_,29770,11
-- synthesized netlist by cell type (92+ instances only) --
cell,instances
a221oi_1,437
a222oi_1,99
a22o_1,430
and2_1,114
buf_1,123
buf_2,155
clkbuf_1,1078
dfxtp_1,141
edfxtp_1,2340
mux2_2,99
mux2i_1,1087
nand2_1,1034
nand3_1,92
nand4_1,118
nor2_1,199
o211ai_1,937
o21ai_0,1069
o22ai_1,292
or2_1,132
xnor2_1,232
xor2_1,144
-- sequential cells by signal (all words and copies together) (netlist names), 32 cells and up --
register,count
imms,512
op,96
out_alu_imm,32
out_alu_pc,32
out_alu_value1,32
out_alu_value2,32
pcs,512
tags,64
value1,512
value1_tag,60
value2,512
value2_tag,60
-- worst min-delay path, stage by stage (launching register included) --
cell,delay [ps]
dfxtp_1,310
nand2_1,50
o31ai_1,50
-- area by class of cell --
class                   count  share of cell area
clock buffers             365              0.0523
multi-input cells        7000               0.342
clock inverters           138             0.00938
inverters                 114             0.00309
diodes                      6            0.000104
repair buffers            819              0.0493
flip-flops and latches   2481               0.507
well taps                4180              0.0363
-- metrics by stage --
step / util / hold WS (ps) / instance area [µm²] / setup WS (ps)
after floorplan: - / 401 / 128000 / 29200
after global placement: 0.426 / 444 / 135000 / 29000
after detailed placement: 0.426 / 452 / 135000 / 28840
after CTS: 0.454 / 466 / 144000 / 29770
after global routing: 0.454 / 484 / 144000 / 29190
final: 0.454 / 463 / 144000 / 29450
Power figures rest on the tool's default switching activity, not on a simulated workload.
